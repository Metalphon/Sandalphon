`design.v`:
```
module voltage_convert_table(
    input wire clk,                 
    input wire rst_n,               
    input wire [7:0] adc_data,      
    input wire adc_data_valid,      
    output reg [15:0] voltage       
);
    reg [23:0] calib_table [0:7];
    reg [7:0] lower_idx;    
    reg [7:0] upper_idx;    
    reg [7:0] adc_lower;    
    reg [7:0] adc_upper;    
    reg [15:0] volt_lower;  
    reg [15:0] volt_upper;  
    reg [23:0] voltage_temp;  
    initial begin
        calib_table[0] = {8'd0,   16'd0};    
        calib_table[1] = {8'd51,  16'd100};   
        calib_table[2] = {8'd102, 16'd200};   
        calib_table[3] = {8'd128, 16'd250};   
        calib_table[4] = {8'd153, 16'd300};   
        calib_table[5] = {8'd179, 16'd350};   
        calib_table[6] = {8'd192, 16'd376};   
        calib_table[7] = {8'd255, 16'd500};   
    end
    always @(posedge clk or negedge rst_n) begin
        if (!rst_n) begin
            voltage <= 16'd0;
            lower_idx <= 8'd0;
            upper_idx <= 8'd0;
            adc_lower <= 8'd0;
            adc_upper <= 8'd0;
            volt_lower <= 16'd0;
            volt_upper <= 16'd0;
            voltage_temp <= 24'd0;
        end
        else if (adc_data_valid) begin
            if (adc_data <= calib_table[0][23:16]) begin
                voltage <= calib_table[0][15:0];
            end
            else if (adc_data >= calib_table[7][23:16]) begin
                voltage <= calib_table[7][15:0];
            end
            else begin
                if (adc_data > calib_table[0][23:16] && adc_data <= calib_table[1][23:16]) begin
                    lower_idx <= 8'd0;
                    upper_idx <= 8'd1;
                end 
                else if (adc_data > calib_table[1][23:16] && adc_data <= calib_table[2][23:16]) begin
                    lower_idx <= 8'd1;
                    upper_idx <= 8'd2;
                end
                else if (adc_data > calib_table[2][23:16] && adc_data <= calib_table[3][23:16]) begin
                    lower_idx <= 8'd2;
                    upper_idx <= 8'd3;
                end
                else if (adc_data > calib_table[3][23:16] && adc_data <= calib_table[4][23:16]) begin
                    lower_idx <= 8'd3;
                    upper_idx <= 8'd4;
                end
                else if (adc_data > calib_table[4][23:16] && adc_data <= calib_table[5][23:16]) begin
                    lower_idx <= 8'd4;
                    upper_idx <= 8'd5;
                end
                else if (adc_data > calib_table[5][23:16] && adc_data <= calib_table[6][23:16]) begin
                    lower_idx <= 8'd5;
                    upper_idx <= 8'd6;
                end
                else if (adc_data > calib_table[6][23:16] && adc_data <= calib_table[7][23:16]) begin
                    lower_idx <= 8'd6;
                    upper_idx <= 8'd7;
                end
                adc_lower <= calib_table[lower_idx][23:16];
                adc_upper <= calib_table[upper_idx][23:16];
                volt_lower <= calib_table[lower_idx][15:0];
                volt_upper <= calib_table[upper_idx][15:0];
                voltage_temp <= volt_lower + ((adc_data - adc_lower) * (volt_upper - volt_lower)) / (adc_upper - adc_lower);
                voltage <= voltage_temp[15:0];
            end
        end
    end
endmodule 
```
`run.sh`:
```
#!/bin/bash
# OpenROAD 26Q1-2900-gdf79404cd8, Yosys 0.63+post, stock flow scripts
make -C /OpenROAD-flow-scripts/flow DESIGN_CONFIG=/design/flow/config.mk WORK_HOME=/design/flow/orfs finish
```
`config.mk`:
```
export PLATFORM = sky130hd
export DESIGN_NAME = voltage_convert_table
export DESIGN_NICKNAME = voltage_convert_table
export VERILOG_FILES = /design/flow/design.v
export SDC_FILE = /design/flow/constraint.sdc
export NUM_CORES = 4
export LEC_CHECK = 1
export CORE_UTILIZATION = 40
```
`constraint.sdc`:
```
current_design voltage_convert_table

set clk_period 79.3
set clk_io_pct 0.2

create_clock -name clk0 -period $clk_period [get_ports {clk}]

set non_clock_inputs [all_inputs -no_clocks]
set_input_delay [expr $clk_period * $clk_io_pct] -clock clk0 $non_clock_inputs
set_output_delay [expr $clk_period * $clk_io_pct] -clock clk0 [all_outputs]
```
==> flow_summary.ini <==
; implementation run metrics
[drt]
ant_nets = 0
wl_per_cell_um = 19.20
finalWirelength_um = 80560
dr_total_vias = 24260
firstDrtPassIters = 6
diodes = 0
drc_errors = 0
avgViaCountPerCell = 5.784
first_iter_violations = 1823

[yosys]
synth.distinct_cells = 107
common_cells = ha_1, nor2_1, nand2_1
yosysTopAreaCell = ha_1
ys.flops = 64
top_cell = ha_1
top_cell_area_share = 0.1905
yosys_warnings = 1
edf_count = 0
synth_area_um2 = 25290
synth_cells = 3371
ys.flop_type = dfrtp_1
ys_cells = 3371
ys_chip_area_um2 = 25290
async_reset_ff_frac = 1.000
ys_seq_share = 0.06334
syn_area_per_cell_um2 = 7.501
topCellsByArea = ha_1, fa_1, dfrtp_1

[finish]
final_cells = 4195
drive_gt1_frac = 0.07921
area_growth_syn_to_layout_pct = 7.309
nFillCells = 6278

[worst_setup_path]
cp_top_family = AND-OR/OR-AND gates
cp_max_fo = 24
cp.arrival_ps = 75080
worstSetupPathDepth = 258
crit_slowest_cell = a221oi_2
crit_top_cell = ha_1
cp-start-kind = input port
required_ps = 79510
path_class = input port to flop
cp_num_buf_inv = 29
rr_worst_depth = 260
cp-end-kind = flop
cpPeakStageDelay_ps = 790

[clocking]
cts-root-buf = clkbuf_16
clk_latency_ps = 330
cts_buffers = 9
cts_tree = done
clk_path_buf_depth = 2
cts_sinks = 64
clk_pin_slew_worst_paths_ps = 60
cts_htree_levels = 3
hold_buffers = 0

[final_timing]
rsz0062_at_grt = false
hold_viol_final = 0
setup_viol = 0
period_used_share = 0.9442
tightest_slew_ps = 884.1
setup_ws_ps = 4426
period_minus_slack_ps = 74870
tns_ps = 0
final_max_slew_viol_count = 0
fin_skew_ps = 9.715
fmax_mhz = 13.36
relSlewSlack = 0.4106

[global_route]
grt_pass1_wl_um = 125900
grt_max_degree = 77
track_usage = 0.2546
antenna_found_initial = 0
grt_pass1_vias = 22500
grt_overflow_total = 0

[place]
pre_cts_ws_ps = -728.6
place_hpwl_um = 64650
dp_cells = 4161
routabilityCongestion = 0.9964
portBuffers = 26

[min_path]
whs_path_depth = 2
hold_path_class = flop to flop

[floorplan]
die_w_um = 253.4
row_count = 91
die_area_um2 = 64220
fp_util = 0.4075
die_h_um = 253.4
fp.coreArea_um2 = 62050
io_pins = 27

[run]
maxCapViolations = 0
warnings = 47

[outcome]
outcome = complete, no violations
[state kept, by name, indices dropped and copies added, names as in the netlist]
register and cells:
adc_lower 6, voltage 16, lower_idx 3, volt_lower 7, volt_upper 7, voltage_temp 16
upper_idx 3, adc_upper 6
[layout by cell type, fill, tap and decap left out, types with 30 or more instances in the layout]
master,netlist,final
nand2_1,309,308
nor3_1,78,78
a31oi_1,42,37
xnor2_1,140,138
fa_1,118,118
o21a_1,63,63
nand2b_1,50,50
inv_1,247,242
ha_1,385,384
dfrtp_1,64,64
and3_1,30,30
nand3_1,67,67
nand4_1,41,41
a21o_1,125,124
nor2b_1,35,35
nor2_1,367,365
o21ai_0,173,171
a21oi_1,220,218
mux2_2,42,42
buf_4,1,53
mux2i_1,35,33
or3_1,37,36
xor2_1,96,94
[area by class of cell]
class                      count  area, um2  area share
clock inverter                 7      78.83    0.002905
clock buffer                   9      225.2    0.008300
timing repair buffer          79      653.1     0.02407
timing repair inverter         4      20.02   0.0007378
multi-input combinational   2942      22540      0.8306
inverter                     253      969.7     0.03574
sequential                    64       1602     0.05902
tap                          837       1047     0.03860
[repair_timing]
action	4_1_cts	5_1_grt
gates resized	3	41
endpoints found under the setup margin	8	16
buffers inserted	0	13
pin swaps	0	3
endpoints found under the hold margin	0	0
gates cloned	0	5
[cell families after synthesis]
group / after synthesis / share of synthesized area
AND-OR/OR-AND: 978 / 0.2666
XOR/XNOR: 236 / 0.08175
adder cells (fa/ha/maj): 503 / 0.2839
buffers and inverters: 366 / 0.05611
flip-flops: 64 / 0.06334
multiplexers: 77 / 0.03256
AND/OR/NAND/NOR: 1147 / 0.2157
[through the flow]
step	util	hold slack (ps)	area, um2
floorplan	-	445.5	25290
global placement	0.4269	463.0	26490
detailed placement	0.4269	463.5	26490
CTS	0.4320	480.5	26810
global route	0.4373	494.2	27130
finish	0.4373	476.1	27130
[worst register-to-register path: cells and delay by family, from the launching register on]
kind                       cells  cell delay (ps)
AOI/OAI and AO/OA            116            27340
xor gates and xnor gates       3              530
buffers and inverters         29             4800
DFF                            1              480
muxes                          8             2750
and+or+nand+nor               73            14060
adders and majority gates     31            11190
[per-layer routing]
| layer | track usage | routed length [um] |
|---|---|---|
| met5 | 0 | 0 |
| met4 | 0.04918 | 1921 |
| met3 | 0.05356 | 5975 |
| met2 | 0.3840 | 34620 |
| met1 | 0.3785 | 38050 |
[path summary, 6_finish.rpt]
kind | from | to | slack [ps]
worst max-delay path | adc_data[0] | voltage_temp[0] | 4430
worst min-delay path | voltage_temp[1] | voltage_temp[1] | 480
worst max register to register | adc_lower[4] | voltage_temp[0] | 18090
worst min register to register | voltage_temp[1] | voltage_temp[1] | 480
max in group asynchronous | rst_n | voltage_temp[8] | 62900
min in group asynchronous | rst_n | voltage[0] | 15450
