===== design.v =====
module ADC_I2C
(
	input				clk_in,		 
	input				rst_n_in,	 
	output				scl_out,	 
	inout				sda_out,	 
	output	reg			adc_done,	 
	output	reg	[7:0]	adc_data	 
);
	parameter	CNT_NUM	=	63;   
	localparam	IDLE	=	3'd0;
	localparam	MAIN	=	3'd1;
	localparam	START	=	3'd2;
	localparam	WRITE	=	3'd3;
	localparam	READ	=	3'd4;
	localparam	STOP	=	3'd5;
	reg					clk_400khz;
	reg		[9:0]		cnt_400khz;
	always@(posedge clk_in or negedge rst_n_in) begin
		if(!rst_n_in) begin
			cnt_400khz <= 10'd0;
			clk_400khz <= 1'b0;
		end else if(cnt_400khz >= CNT_NUM-1) begin
			cnt_400khz <= 10'd0;
			clk_400khz <= ~clk_400khz;
		end else begin
			cnt_400khz <= cnt_400khz + 1'b1;
		end
	end
	reg		[7:0]		adc_data_r;         
	reg		[7:0]		adc_data_raw;       
	reg					scl_out_r;
	reg					sda_out_r;
	reg		[2:0]		cnt;
	reg		[3:0]		cnt_main;
	reg		[7:0]		data_wr;
	reg		[2:0]		cnt_start;
	reg		[2:0]		cnt_write;
	reg		[4:0]		cnt_read;
	reg		[2:0]		cnt_stop;
	reg		[2:0] 		state;
	reg                 sda_in;              
	reg     [3:0]       read_retry_cnt;      
	reg		[7:0]		address;
	reg		[3:0]		cnt_bit;
	reg		[1:0]		cnt_byte;
	reg		[4:0]		cnt_clk;
	reg		[7:0]		tx_data;
	reg		[7:0]		rx_data;
	reg					scl,sda_dir;
	reg     [1:0]       sda_sample;   
	reg     [7:0]       stable_count;  
	assign scl_out = (state == STOP && cnt_clk == 5'd2) ? 1'b1 : 
	                 (state == STOP && cnt_clk == 5'd3) ? 1'b1 : 
					 (state == STOP && cnt_clk > 5'd3) ? 1'b1 : scl;
	assign sda_out = sda_dir ? sda_out_r : 1'bz;
	always @(posedge clk_400khz or negedge rst_n_in) begin
		if(!rst_n_in) begin
			sda_sample <= 2'b00;
		end else begin
			sda_sample <= {sda_sample[0], sda_out};
		end
	end
	wire sda_stable = (sda_sample[1] == sda_sample[0]);
	always@(posedge clk_400khz or negedge rst_n_in) begin
		if(!rst_n_in) begin
			state <= IDLE;
			cnt_bit <= 4'd0;
			cnt_byte <= 2'd0;
			cnt_clk <= 5'd0;
			tx_data <= 8'd0;
			rx_data <= 8'd0;
			adc_data <= 8'd0;
			adc_done <= 1'b0;
			scl <= 1'b1;
			sda_dir <= 1'b1;
			sda_out_r <= 1'b1;
			address <= 8'h90;  
			stable_count <= 8'd0;
		end else begin
			case(state)
				IDLE: begin
					adc_done <= 1'b0;
					cnt_clk <= 5'd0;
					cnt_bit <= 4'd0;
					cnt_byte <= 2'd0;
					sda_dir <= 1'b1;
					sda_out_r <= 1'b1;
					scl <= 1'b1;
					state <= MAIN;
				end
				MAIN: begin
					case(cnt_byte)
						2'd0: begin  
							tx_data <= 8'h90;  
							cnt_byte <= 2'd1;
							state <= START;
						end
						2'd1: begin  
							tx_data <= 8'h00;  
							cnt_byte <= 2'd2;
							state <= WRITE;
						end
						2'd2: begin  
							tx_data <= 8'h91;  
							cnt_byte <= 2'd3;
							state <= START;
						end
						2'd3: begin  
							state <= READ;
						end
					endcase
				end
				START: begin
					case(cnt_clk)
						5'd0: begin
							sda_dir <= 1'b1;
							sda_out_r <= 1'b1;
							scl <= 1'b1;
							cnt_clk <= cnt_clk + 1'b1;
						end
						5'd1: begin
							cnt_clk <= cnt_clk + 1'b1;
						end
						5'd2: begin
							sda_out_r <= 1'b0;
							cnt_clk <= cnt_clk + 1'b1;
						end
						5'd3: begin
							cnt_clk <= cnt_clk + 1'b1;
						end
						5'd4: begin
							scl <= 1'b0;
							cnt_clk <= 5'd0;
							state <= WRITE;
							cnt_bit <= 4'd0;
						end
						default: cnt_clk <= 5'd0;
					endcase
				end
				WRITE: begin
					case(cnt_clk)
						5'd0: begin
							sda_dir <= 1'b1;
							if(cnt_bit <= 4'd7) begin
								sda_out_r <= tx_data[7-cnt_bit];  
							end else begin
								sda_dir <= 1'b0;  
							end
							cnt_clk <= cnt_clk + 1'b1;
						end
						5'd1: begin
							scl <= 1'b0;
							cnt_clk <= cnt_clk + 1'b1;
						end
						5'd2: begin
							cnt_clk <= cnt_clk + 1'b1;
						end
						5'd3: begin
							scl <= 1'b1;  
							cnt_clk <= cnt_clk + 1'b1;
						end
						5'd4: begin
							if((cnt_bit == 4'd8 && sda_stable && sda_sample[0] == 1'b0) || cnt_bit < 4'd8) begin
								cnt_clk <= cnt_clk + 1'b1;
							end else if(cnt_bit == 4'd8 && (!sda_stable || sda_sample[0] == 1'b1)) begin
								cnt_bit <= 4'd0;
								cnt_clk <= 5'd0;
								stable_count <= stable_count + 1'b1;
								if(stable_count >= 8'd5) begin  
									state <= STOP;
									stable_count <= 8'd0;
								end
							end
						end
						5'd5: begin
							scl <= 1'b0;
							cnt_clk <= 5'd0;
							if(cnt_bit == 4'd8) begin  
								cnt_bit <= 4'd0;
								if(cnt_byte == 2'd1 || cnt_byte == 2'd3) begin
									state <= MAIN;  
								end else if(cnt_byte == 2'd2) begin
									state <= MAIN;  
								end else begin
									state <= STOP;  
								end
							end else begin  
								cnt_bit <= cnt_bit + 1'b1;
							end
						end
						default: cnt_clk <= 5'd0;
					endcase
				end
				READ: begin
					case(cnt_clk)
						5'd0: begin
							sda_dir <= 1'b0;  
							cnt_clk <= cnt_clk + 1'b1;
						end
						5'd1: begin
							scl <= 1'b0;
							cnt_clk <= cnt_clk + 1'b1;
						end
						5'd2: begin
							cnt_clk <= cnt_clk + 1'b1;
						end
						5'd3: begin
							scl <= 1'b1;  
							cnt_clk <= cnt_clk + 1'b1;
						end
						5'd4: begin
							if(cnt_bit <= 4'd7) begin
								if(sda_stable) begin  
									rx_data[7-cnt_bit] <= sda_sample[0];  
									cnt_clk <= cnt_clk + 1'b1;
								end else begin
									stable_count <= stable_count + 1'b1;
									if(stable_count >= 8'd10) begin  
										rx_data[7-cnt_bit] <= sda_sample[0];
										cnt_clk <= cnt_clk + 1'b1;
										stable_count <= 8'd0;
									end
								end
							end else begin  
								sda_dir <= 1'b1;
								sda_out_r <= 1'b1;  
								cnt_clk <= cnt_clk + 1'b1;
							end
						end
						5'd5: begin
							scl <= 1'b0;
							cnt_clk <= 5'd0;
							if(cnt_bit == 4'd8) begin  
								adc_data <= rx_data;  
								adc_done <= 1'b1;    
								state <= STOP;       
							end else begin  
								cnt_bit <= cnt_bit + 1'b1;
							end
						end
						default: cnt_clk <= 5'd0;
					endcase
				end
				STOP: begin
					case(cnt_clk)
						5'd0: begin
							sda_dir <= 1'b1;
							sda_out_r <= 1'b0;
							cnt_clk <= cnt_clk + 1'b1;
						end
						5'd1: begin
							scl <= 1'b0;
							cnt_clk <= cnt_clk + 1'b1;
						end
						5'd2: begin
							cnt_clk <= cnt_clk + 1'b1;
						end
						5'd3: begin
							scl <= 1'b1;  
							cnt_clk <= cnt_clk + 1'b1;
						end
						5'd4: begin
							cnt_clk <= cnt_clk + 1'b1;
						end
						5'd5: begin
							sda_out_r <= 1'b1;  
							cnt_clk <= cnt_clk + 1'b1;
						end
						5'd15: begin  
							cnt_clk <= 5'd0;
							state <= IDLE;  
						end
						default: cnt_clk <= cnt_clk + 1'b1;
					endcase
				end
				default: state <= IDLE;
			endcase
		end
	end
endmodule

===== run.sh =====
#!/bin/bash
# OpenROAD 26Q1-2900-gdf79404cd8, Yosys 0.63+post, stock flow scripts
make -C /OpenROAD-flow-scripts/flow DESIGN_CONFIG=/design/flow/config.mk WORK_HOME=/design/flow/orfs finish

===== config.mk =====
export PLATFORM = sky130hd
export DESIGN_NAME = ADC_I2C
export DESIGN_NICKNAME = ADC_I2C
export VERILOG_FILES = /design/flow/design.v
export SDC_FILE = /design/flow/constraint.sdc
export NUM_CORES = 4
export LEC_CHECK = 1
export CORE_UTILIZATION = 40

===== constraint.sdc =====
current_design ADC_I2C

set clk_period 1.5
set clk_io_pct 0.2

create_clock -name clk0 -period $clk_period [get_ports {clk_in}]

set non_clock_inputs [all_inputs -no_clocks]
set_input_delay [expr $clk_period * $clk_io_pct] -clock clk0 $non_clock_inputs
set_output_delay [expr $clk_period * $clk_io_pct] -clock clk0 [all_outputs]

==> results.cfg <==
; generated from flow reports
[outcome]
outcome = did not finish
haltStage = 4_1_cts
firstError = [error] [KeplerFormal.cpp:679] Workflow failed: Iso has multiple drivers: .sda_out0, sda_out$_DFFE_PN1P_.Q0

[placed_design]
dpl.cell_count = 434
dp_hpwl_mm = 4.61
io_buffers = 11
gp_congestion = 0.803

[synthesis]
yosys_area_sq_mm = 0.00339
largest_area_cell = dfrtp_1
ys_ff = 61
topCellsByArea = dfrtp_1, ha_1, mux2_2, nor2_1, dfstp_2
yosys_cells = 322
syn_area_sq_mm = 0.00339
ys_types = 75
edf_count = 0
avgSynthCellArea_sq_um = 10.5
synth_cells = 322
synthFlopType = dfrtp_1
yosysSeqAreaShare_pct = 45.1
top_cell_area_share_pct = 42.0
synth_warnings = 2
async_reset_ff_share_pct = 100

[floorplanning]
die_y_microns = 94.1
die_width_microns = 94.1
ios = 13
fp_util_pct = 41.3
row_count = 33

[clocking]
cts.path.max_buffers = 2
hold_buffers = 1
cts-resized-gates = 0
cts-root-buf = clkbuf_8
post_cts_buffers = 0
cts_made_buffers = 3
htree_levels = 1

[final_timing]
untimed_endpoints = 61
unclocked_regs = 50
==> logic make-up after synthesis <==
group | count (synthesis) | share of synthesized area, %
and+or+nand+nor | 116 | 19.8
AOI/OAI and AO/OA | 68 | 15.8
DFF | 61 | 45.1
buffers and inverters | 32 | 4.13
adders and majority gates | 21 | 7.74
muxes | 19 | 6.27
xor gates and xnor gates | 4 | 1.03
other | 1 | 0.110
==> synth_stat cells, types with 3 or more instances <==
library cell  number
dfrtp_1           57
nor2_1            29
inv_1             22
ha_1              21
nand2_1           17
mux2_2            16
o21ai_0           15
nand3_1           10
nor3_1             9
a21oi_1            6
nand2b_1           6
nor4_1             5
a22o_1             4
a31oi_1            4
and2_1             4
buf_2              4
dfstp_2            4
or3_1              4
a211oi_1           3
clkbuf_1           3
nand3b_1           3
nor2b_1            3
nor3_2             3
==> through the flow <==
stage                     cell area (sq um)  total power, mW  setup slack, ps
after floorplan                        3400             1.12              285
after global placement                 3610             1.26              359
after detailed placement               3610             1.26              323
Power figures rest on the tool's default switching activity, not on a simulated workload.
