==> flow/config.mk <==
export PLATFORM = sky130hd
export DESIGN_NAME = origin
export DESIGN_NICKNAME = origin
export VERILOG_FILES = /design/flow/design.v
export SDC_FILE = /design/flow/constraint.sdc
export NUM_CORES = 4
export LEC_CHECK = 1
export CORE_UTILIZATION = 30
==> flow/constraint.sdc <==
current_design origin

set clk_period 2.6
set clk_io_pct 0.2

create_clock -name clk0 -period $clk_period [get_ports {clk}]

set non_clock_inputs [all_inputs -no_clocks]
set_input_delay [expr $clk_period * $clk_io_pct] -clock clk0 $non_clock_inputs
set_output_delay [expr $clk_period * $clk_io_pct] -clock clk0 [all_outputs]
==> flow/design.v <==
module DAC_I2C
(
	input				clk_in,		 
	input				rst_n_in,	 
	output	reg	dac_done,	 
	input		[7:0]	dac_data,	 
	output			scl_out,	 
	inout				sda_out		 
);
	parameter	CNT_NUM	=	15;
	localparam	IDLE	=	3'd0;
	localparam	MAIN	=	3'd1;
	localparam	START	=	3'd2;
	localparam	WRITE	=	3'd3;
	localparam	STOP	=	3'd4;
	reg					clk_400khz;
	reg		[9:0]		cnt_400khz;
	always@(posedge clk_in or negedge rst_n_in) begin
		if(!rst_n_in) begin
			cnt_400khz <= 10'd0;
			clk_400khz <= 1'b0;
		end else if(cnt_400khz >= CNT_NUM-1) begin
			cnt_400khz <= 10'd0;
			clk_400khz <= ~clk_400khz;
		end else begin
			cnt_400khz <= cnt_400khz + 1'b1;
		end
	end
	reg		[7:0]		adc_data_r;
	reg					scl_out_r;
	reg					sda_out_r;
	reg		[2:0]		cnt;
	reg		[2:0]		cnt_main;
	reg		[7:0]		data_wr;
	reg		[2:0]		cnt_start;
	reg		[2:0]		cnt_write;
	reg		[2:0]		cnt_stop;
	reg		[2:0] 		state;
	always@(posedge clk_400khz or negedge rst_n_in) begin
		if(!rst_n_in) begin	 
			scl_out_r <= 1'd1;
			sda_out_r <= 1'd1;
			cnt <= 1'b0;
			cnt_main <= 1'b0;
			cnt_start <= 1'b0;
			cnt_write <= 3'd0;
			cnt_stop <= 1'd0;
			dac_done <= 1'b1;
			state <= IDLE;
		end else begin
			case(state)
				IDLE:begin	 
						scl_out_r <= 1'd1;
						sda_out_r <= 1'd1;
						cnt <= 1'b0;
						cnt_main <= 1'b0;
						cnt_start <= 1'b0;
						cnt_write <= 3'd0;
						cnt_stop <= 1'd0;
						dac_done <= 1'b1;
						state <= MAIN;
					end
				MAIN:begin
						if(cnt_main >= 3'd3) cnt_main <= 3'd3;   
						else cnt_main <= cnt_main + 1'b1;
						case(cnt_main)
							3'd0:	begin state <= START; end	 
							3'd1:	begin data_wr <= 8'h90; state <= WRITE; end	 
							3'd2:	begin data_wr <= 8'h40; state <= WRITE; end	 
							3'd3:	begin data_wr <= dac_data; state <= WRITE; dac_done <= 1'b0; end	 
							3'd4:	begin state <= STOP; end	 
							default: state <= IDLE;	 
						endcase
					end
				START:begin	 
						if(cnt_start >= 3'd5) cnt_start <= 1'b0;	 
						else cnt_start <= cnt_start + 1'b1;
						case(cnt_start)
							3'd0:	begin sda_out_r <= 1'b1; scl_out_r <= 1'b1; end	 
							3'd1:	begin sda_out_r <= 1'b1; scl_out_r <= 1'b1; end	 
							3'd2:	begin sda_out_r <= 1'b0; end	 
							3'd3:	begin sda_out_r <= 1'b0; end	 
							3'd4:	begin scl_out_r <= 1'b0; end	 
							3'd5:	begin scl_out_r <= 1'b0; state <= MAIN; end	 
							default: state <= IDLE;	 
						endcase
					end
				WRITE:begin	 
						if(cnt <= 3'd6) begin	 
							if(cnt_write >= 3'd3) begin cnt_write <= 1'b0; cnt <= cnt + 1'b1; end
							else begin cnt_write <= cnt_write + 1'b1; cnt <= cnt; end
						end else begin
							if(cnt_write >= 3'd7) begin cnt_write <= 1'b0; cnt <= 1'b0; end	 
							else begin cnt_write <= cnt_write + 1'b1; cnt <= cnt; end
						end
						case(cnt_write)
							3'd0:	begin scl_out_r <= 1'b0; sda_out_r <= data_wr[7-cnt]; end	 
							3'd1:	begin scl_out_r <= 1'b1; end	 
							3'd2:	begin scl_out_r <= 1'b1; end	 
							3'd3:	begin scl_out_r <= 1'b0; end	 
							3'd4:	begin sda_out_r <= 1'bz; dac_done <= 1'b1; end	 
							3'd5:	begin scl_out_r <= 1'b1; end	 
							3'd6:	begin if(sda_out) state <= IDLE; else state <= state; end	 
							3'd7:	begin scl_out_r <= 1'b0; state <= MAIN; end	 
							default: state <= IDLE;	 
						endcase
					end
				STOP:begin	 
						if(cnt_stop >= 3'd5) cnt_stop <= 1'b0;	 
						else cnt_stop <= cnt_stop + 1'b1;
						case(cnt_stop)
							3'd0:	begin sda_out_r <= 1'b0; end	 
							3'd1:	begin sda_out_r <= 1'b0; end	 
							3'd2:	begin scl_out_r <= 1'b1; end	 
							3'd3:	begin scl_out_r <= 1'b1; end	 
							3'd4:	begin sda_out_r <= 1'b1; end	 
							3'd5:	begin sda_out_r <= 1'b1; state <= MAIN; end	 
							default: state <= IDLE;	 
						endcase
					end
				default:;
			endcase
		end
	end
	assign	scl_out = scl_out_r;	 
	assign	sda_out = sda_out_r;	 
endmodule 
module origin (
    input  wire        clk,          
    input  wire        rst_n,        
    input  wire        key,          
    input  wire        sel1,         
    input  wire        sel2,         
    output wire [7:0]  wave_data,    
    output wire        scl,          
    inout  wire        sda,          
    output wire [7:0]  square_wave_data,     
    output wire [7:0]  sine_wave_data,       
    output wire [7:0]  triangle_wave_data,   
    output wire [7:0]  freq_ctrl             
);
    parameter FREQ_LOW  = 8'b0000_0010;   
    parameter FREQ_HIGH = 8'b0000_0100;   
    wire [7:0] square_wave_data_internal;     
    wire [7:0] sine_wave_data_internal;       
    wire [7:0] triangle_wave_data_internal;   
    wire [7:0] freq_ctrl_internal;            
    wire        dac_done;                     
    reg key_r1, key_r2;              
    reg [7:0] freq_val;              
    always @(posedge clk or negedge rst_n) begin
        if (!rst_n) begin
            key_r1 <= 1'b1;
            key_r2 <= 1'b1;
            freq_val <= FREQ_LOW;    
        end
        else begin
            key_r1 <= key;
            key_r2 <= key_r1;
            if (key_r2 && !key_r1) begin
                freq_val <= (freq_val == FREQ_LOW) ? FREQ_HIGH : FREQ_LOW;
            end
        end
    end
    assign freq_ctrl_internal = freq_val;
    square_wave_gen square_wave_inst (
        .clk(clk),
        .rst_n(rst_n),
        .freq_ctrl(freq_ctrl_internal),
        .wave_data(square_wave_data_internal)
    );
    sine_wave_gen sine_wave_inst (
        .clk(clk),
        .rst_n(rst_n),
        .freq_ctrl(freq_ctrl_internal),
        .wave_data(sine_wave_data_internal)
    );
    triangle_wave_gen triangle_wave_inst (
        .clk(clk),
        .rst_n(rst_n),
        .freq_ctrl(freq_ctrl_internal),
        .wave_data(triangle_wave_data_internal)
    );
    assign wave_data = sel1 ? square_wave_data_internal :
                      (!sel1 && sel2) ? triangle_wave_data_internal :
                      sine_wave_data_internal;
    assign square_wave_data = square_wave_data_internal;
    assign sine_wave_data = sine_wave_data_internal;
    assign triangle_wave_data = triangle_wave_data_internal;
    assign freq_ctrl = freq_ctrl_internal;
    DAC_I2C #(
        .CNT_NUM(125)                     
    ) dac_i2c_inst (
        .clk_in(clk),
        .rst_n_in(rst_n),
        .dac_data(wave_data),             
        .dac_done(dac_done),
        .scl_out(scl),
        .sda_out(sda)
    );
endmodule 
module sine_wave_gen (
    input  wire        clk,          
    input  wire        rst_n,        
    input  wire [7:0]  freq_ctrl,    
    output reg  [7:0]  wave_data     
);
    parameter ADDR_WIDTH = 8;                     
    parameter POINTS = 256;                       
    reg [15:0] div_cnt;                          
    reg [ADDR_WIDTH-1:0] addr;                   
    reg [7:0] sine_rom [0:POINTS-1];             
    integer i;
    initial begin
        for(i = 0; i < 256; i = i + 1) begin
            if (i < 64) begin
                sine_rom[i] = 128 + (i * 2);
            end
            else if (i < 128) begin
                sine_rom[i] = 255 - ((i - 64) * 2);
            end
            else if (i < 192) begin
                sine_rom[i] = 128 - ((i - 128) * 2);
            end
            else begin
                sine_rom[i] = (i - 192) * 2;
            end
        end
    end
    always @(posedge clk or negedge rst_n) begin
        if (!rst_n) begin
            div_cnt <= 16'd0;
            addr <= {ADDR_WIDTH{1'b0}};
        end
        else begin
            if (div_cnt >= {freq_ctrl, 8'd0} * 4) begin   
                div_cnt <= 16'd0;                     
                if (addr == POINTS - 1)               
                    addr <= {ADDR_WIDTH{1'b0}};       
                else
                    addr <= addr + 1'b1;              
            end
            else begin
                div_cnt <= div_cnt + 1'b1;           
            end
        end
    end
    always @(posedge clk or negedge rst_n) begin
        if (!rst_n) begin
            wave_data <= 8'd128;   
        end
        else begin
            wave_data <= sine_rom[addr];   
        end
    end
endmodule 
module square_wave_gen (
    input  wire        clk,          
    input  wire        rst_n,        
    input  wire [7:0]  freq_ctrl,    
    output reg  [7:0]  wave_data     
);
    reg [15:0] div_cnt;              
    reg        square_out;           
    always @(posedge clk or negedge rst_n) begin
        if (!rst_n) begin
            div_cnt <= 16'd0;
            square_out <= 1'b0;
        end
        else begin
            if (div_cnt >= {freq_ctrl, 8'd0} * 4) begin   
                div_cnt <= 16'd0;                     
                square_out <= ~square_out;            
            end
            else begin
                div_cnt <= div_cnt + 1'b1;           
            end
        end
    end
    always @(posedge clk or negedge rst_n) begin
        if (!rst_n) begin
            wave_data <= 8'd128;   
        end
        else begin
            wave_data <= square_out ? 8'd255 : 8'd128;   
        end
    end
endmodule 
module triangle_wave_gen (
    input  wire        clk,          
    input  wire        rst_n,        
    input  wire [7:0]  freq_ctrl,    
    output reg  [7:0]  wave_data     
);
    parameter ADDR_WIDTH = 8;                     
    parameter POINTS = 256;                       
    reg [15:0] div_cnt;                          
    reg [ADDR_WIDTH-1:0] addr;                   
    reg [7:0] tri_rom [0:POINTS-1];              
    integer i;
    initial begin
        for(i = 0; i < 256; i = i + 1) begin
            if (i < 128) begin
                tri_rom[i] = 128 + i;
            end
            else begin
                tri_rom[i] = 255 - (i - 128);
            end
        end
    end
    always @(posedge clk or negedge rst_n) begin
        if (!rst_n) begin
            div_cnt <= 16'd0;
            addr <= {ADDR_WIDTH{1'b0}};
        end
        else begin
            if (div_cnt >= {freq_ctrl, 8'd0} * 4) begin   
                div_cnt <= 16'd0;                     
                if (addr == POINTS - 1)               
                    addr <= {ADDR_WIDTH{1'b0}};       
                else
                    addr <= addr + 1'b1;              
            end
            else begin
                div_cnt <= div_cnt + 1'b1;           
            end
        end
    end
    always @(posedge clk or negedge rst_n) begin
        if (!rst_n) begin
            wave_data <= 8'd128;   
        end
        else begin
            wave_data <= tri_rom[addr];   
        end
    end
endmodule 
==> flow/run.sh <==
#!/bin/bash
# OpenROAD 26Q1-2900-gdf79404cd8, Yosys 0.63+post, stock flow scripts
make -C /OpenROAD-flow-scripts/flow DESIGN_CONFIG=/design/flow/config.mk WORK_HOME=/design/flow/orfs finish
==> impl_metrics.toml <==
# yosys + openroad results
[clock_network]
postCtsHoldBufs = 0
cts_made_buffers = 9
root_buffer = "clkbuf_16"
h-tree-depth = 3
post_cts_buffers = 0
clockBufferDepth = 2
cts_resized = 0

[synthesis]
numSynthFlops = 126
edf_count = 8
ys_seq_share_pct = 48.0
topCellsByArea = "dfrtp_1, ha_1, nor2_1"
synth.distinct_cells = 65
synth_cells = 661
ff_type = "dfrtp_1"
ys_cells = 661
top_cell_area_share_pct = 41.6
yosys-stat-area_mm2 = 0.00667
synth_area_per_cell_um2 = 10.1
ys_warn_count = 6
synth_area_mm2 = 0.00667
top_area_cell = "dfrtp_1"
async_flop_share_pct = 93.7

[placement]
dpl.hpwl_um = 9190
place_congestion = 0.799
dp_cells = 967
port_buffers = 37

[run_status]
tool.error = "[error] [KeplerFormal.cpp:679] Workflow failed: Iso has multiple drivers: .sda0, sda$_DFFE_PN1P_.Q0"
stop_stage = "clock tree synthesis"
outcome = "did not finish"

[final_timing]
unclocked_regs = 30
untimed_endpoints = 40

[die]
die_y_um = 151
num_rows = 54
fp.dieW_um = 151
fp-utilization_pct = 30.6
io_pins = 47
[cell usage after synthesis (3+ instances only)]
| master | n |
|---|---|
| a211oi_1 | 7 |
| a21oi_1 | 15 |
| a22o_1 | 6 |
| a31oi_1 | 4 |
| a32o_1 | 5 |
| and2_1 | 6 |
| and3_1 | 9 |
| and4_1 | 7 |
| buf_4 | 15 |
| buf_6 | 4 |
| clkbuf_1 | 20 |
| dfrtp_1 | 111 |
| dfstp_2 | 7 |
| edfxtp_1 | 8 |
| ha_1 | 42 |
| inv_1 | 45 |
| mux2_2 | 4 |
| mux2i_1 | 4 |
| nand2_1 | 35 |
| nand2b_1 | 3 |
| nand3_1 | 22 |
| nand4_1 | 13 |
| nor2_1 | 81 |
| nor2b_1 | 15 |
| nor3_1 | 12 |
| nor4_1 | 10 |
| o211ai_1 | 5 |
| o21ai_0 | 29 |
| o21ai_1 | 3 |
| o21ba_2 | 3 |
| o22ai_1 | 5 |
| o31ai_1 | 3 |
| o32ai_1 | 3 |
| or3_1 | 5 |
| xnor2_1 | 25 |
| xor2_1 | 27 |
[per-stage QoR]
| step | total power [W] | utilization (%) | area, um^2 | setup slack [ns] | hold WS (ns) |
|---|---|---|---|---|---|
| after detailed placement | 0.00382 | 33.6 | 7320 | 0.117 | 0.358 |
| after global placement | 0.00382 | 33.6 | 7320 | 0.142 | 0.358 |
| after floorplan | 0.00313 | - | 6730 | 0.722 | 0.224 |
[cell families after synthesis]
group	after synthesis	synth area share [%]
AOI/OAI and AO/OA	106	10.8
xor gates and xnor gates	52	6.83
adders and majority gates	42	7.88
buffers and inverters	85	6.08
DFF	126	48.0
muxes	11	2.01
other	2	0.113
and+or+nand+nor	237	18.3
Power is estimated from default activity; no workload was simulated.
