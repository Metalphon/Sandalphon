===== /design/flow/design.v =====
module lcd_1602(clk,rst_n,voltage,lcd_en,lcd_rw,lcd_rs,lcd_data);
input clk;
input rst_n;
input [15:0] voltage;      
output lcd_en;       
output lcd_rw;       
output lcd_rs;       
output [7:0]lcd_data;   
wire clk;
wire rst_n;
wire lcd_en;
wire lcd_rw;
reg lcd_rs;
reg [7:0]lcd_data;
wire [127:0] row_1;   
wire [127:0] row_2;   
assign row_1 = "Voltage:       ";    
assign row_2 = "ADC PCF8591    ";    
parameter TIME_20MS = 1000_000;   
parameter TIME_500HZ = 100_000;   
parameter IDLE = 8'h00;
parameter SET_FUNCTION = 8'h01;
parameter DISP_OFF = 8'h03;
parameter DISP_CLEAR = 8'h02;
parameter ENTRY_MODE = 8'h06;
parameter DISP_ON = 8'h07;
parameter ROW1_ADDR = 8'h05;   
parameter ROW1_0 = 8'h04;
parameter ROW1_1 = 8'h0C;
parameter ROW1_2 = 8'h0D;
parameter ROW1_3 = 8'h0F;
parameter ROW1_4 = 8'h0E;
parameter ROW1_5 = 8'h0A;
parameter ROW1_6 = 8'h0B;
parameter ROW1_7 = 8'h09;
parameter ROW1_8 = 8'h08;   
parameter ROW1_9 = 8'h18;   
parameter ROW1_A = 8'h19;   
parameter ROW1_B = 8'h1B;   
parameter ROW1_C = 8'h1A;   
parameter ROW1_D = 8'h1E;   
parameter ROW1_E = 8'h1F;   
parameter ROW1_F = 8'h1D;   
parameter ROW2_ADDR = 8'h1C;   
parameter ROW2_0 = 8'h14;
parameter ROW2_1 = 8'h15;
parameter ROW2_2 = 8'h17;
parameter ROW2_3 = 8'h16;
parameter ROW2_4 = 8'h12;
parameter ROW2_5 = 8'h13;
parameter ROW2_6 = 8'h11;
parameter ROW2_7 = 8'h10;
parameter ROW2_8 = 8'h30;
parameter ROW2_9 = 8'h31;
parameter ROW2_A = 8'h33;
parameter ROW2_B = 8'h32;
parameter ROW2_C = 8'h36;
parameter ROW2_D = 8'h37;
parameter ROW2_E = 8'h35;
parameter ROW2_F = 8'h34;
parameter [7:0] CHAR_V = 8'h56;    
parameter [7:0] CHAR_DOT = 8'h2E;  
parameter [7:0] CHAR_SPACE = 8'h20;  
parameter [7:0] CHAR_0 = 8'h30;    
reg [15:0] voltage_reg;         
reg [3:0] volt_int;             
reg [7:0] volt_dec;             
reg init_done;                  
reg [19:0]cnt_20ms;
always @(posedge clk or negedge rst_n)
  begin
    if(rst_n == 1'b0)
      cnt_20ms <= 0;
    else if(cnt_20ms == TIME_20MS - 1)
      cnt_20ms <= cnt_20ms;
    else
      cnt_20ms <= cnt_20ms + 1;
  end
wire delay_done = (cnt_20ms == TIME_20MS-1)? 1'b1 : 1'b0;   
reg [19:0] cnt_500hz;
always @(posedge clk or negedge rst_n)
  begin
    if(rst_n == 1'b0)
      cnt_500hz <= 0;
    else if(delay_done == 1)
      begin
        if(cnt_500hz == TIME_500HZ - 1)
          cnt_500hz <= 0;
        else
          cnt_500hz <= cnt_500hz + 1;
      end
    else
      cnt_500hz <= 0;
  end
assign lcd_en = (cnt_500hz > (TIME_500HZ-1)/2)? 1'b0 : 1'b1;
wire write_flag = (cnt_500hz == TIME_500HZ - 1)? 1'b1 : 1'b0;
always @(posedge clk or negedge rst_n)
  begin
    if(rst_n == 1'b0)
      init_done <= 1'b0;
    else if(c_state == DISP_ON && write_flag)
      init_done <= 1'b1;
    else
      init_done <= init_done;
  end
reg [5:0] c_state;   
reg [5:0] n_state;   
always @(posedge clk or negedge rst_n)
  begin
    if(rst_n == 1'b0)
      c_state <= IDLE;
    else if(write_flag == 1)   
      c_state <= n_state;
    else
      c_state <= c_state;
  end
always @(*)
  begin
    case(c_state)
    IDLE:n_state = SET_FUNCTION;
    SET_FUNCTION:n_state = DISP_OFF;
    DISP_OFF:n_state = DISP_CLEAR;
    DISP_CLEAR:n_state = ENTRY_MODE;
    ENTRY_MODE:n_state = DISP_ON;
    DISP_ON:n_state = ROW1_ADDR;
    ROW1_ADDR:n_state = ROW1_0;
    ROW1_0:n_state = ROW1_1;
    ROW1_1:n_state = ROW1_2;
    ROW1_2:n_state = ROW1_3;
    ROW1_3:n_state = ROW1_4;
    ROW1_4:n_state = ROW1_5;
    ROW1_5:n_state = ROW1_6;
    ROW1_6:n_state = ROW1_7;
    ROW1_7:n_state = ROW1_8;
    ROW1_8:n_state = ROW1_9;
    ROW1_9:n_state = ROW1_A;
    ROW1_A:n_state = ROW1_B;
    ROW1_B:n_state = ROW1_C;
    ROW1_C:n_state = ROW1_D;
    ROW1_D:n_state = ROW1_E;
    ROW1_E:n_state = ROW1_F;
    ROW1_F:n_state = ROW2_ADDR;
    ROW2_ADDR:n_state = ROW2_0;
    ROW2_0:n_state = ROW2_1;
    ROW2_1:n_state = ROW2_2;
    ROW2_2:n_state = ROW2_3;
    ROW2_3:n_state = ROW2_4;
    ROW2_4:n_state = ROW2_5;
    ROW2_5:n_state = ROW2_6;
    ROW2_6:n_state = ROW2_7;
    ROW2_7:n_state = ROW2_8;
    ROW2_8:n_state = ROW2_9;
    ROW2_9:n_state = ROW2_A;
    ROW2_A:n_state = ROW2_B;
    ROW2_B:n_state = ROW2_C;
    ROW2_C:n_state = ROW2_D;
    ROW2_D:n_state = ROW2_E;
    ROW2_E:n_state = ROW2_F;
    ROW2_F:n_state = ROW1_ADDR;
    default:n_state = n_state;
    endcase 
  end
assign lcd_rw = 0;   
always @(posedge clk or negedge rst_n)
  begin
    if(rst_n == 1'b0)
      lcd_rs <= 0;             
    else if(write_flag == 1)   
      begin   
        if((n_state == SET_FUNCTION)||(n_state == DISP_OFF)||(n_state == DISP_CLEAR)||(n_state == ENTRY_MODE)||(n_state == DISP_ON)||(n_state == ROW1_ADDR)||(n_state == ROW2_ADDR))
          lcd_rs <= 0;   
        else
          lcd_rs <= 1;   
      end
    else
      lcd_rs <= lcd_rs;
  end
always @(posedge clk or negedge rst_n) begin
    if(!rst_n) begin
        voltage_reg <= 16'd0;
        volt_int <= 4'd0;
        volt_dec <= 8'd0;
    end
    else if(c_state == ROW1_ADDR && write_flag) begin
        voltage_reg <= voltage;
        volt_int <= voltage / 100;
        volt_dec <= voltage % 100;
    end
    else if(delay_done && !init_done) begin
        voltage_reg <= 16'd0;
        volt_int <= 4'd0;
        volt_dec <= 8'd0;
    end
end
always @(posedge clk or negedge rst_n)
  begin
    if(rst_n == 1'b0)
      lcd_data <= 0;
    else if(write_flag)
      begin
        case(n_state)
        IDLE:lcd_data <= 8'hxx;
        SET_FUNCTION:lcd_data <= 8'h38;   
        DISP_OFF:lcd_data <= 8'h08;       
        DISP_CLEAR:lcd_data <= 8'h01;     
        ENTRY_MODE:lcd_data <= 8'h06;     
        DISP_ON:lcd_data <= 8'h0C;        
        ROW1_ADDR:lcd_data <= 8'h80;  
        ROW1_0:lcd_data <= row_1[127:120];
        ROW1_1:lcd_data <= row_1[119:112];
        ROW1_2:lcd_data <= row_1[111:104];
        ROW1_3:lcd_data <= row_1[103:96];
        ROW1_4:lcd_data <= row_1[95:88];
        ROW1_5:lcd_data <= row_1[87:80];
        ROW1_6:lcd_data <= row_1[79:72];
        ROW1_7:lcd_data <= row_1[71:64];
        ROW1_8:lcd_data <= CHAR_SPACE;
        ROW1_9:lcd_data <= CHAR_0 + volt_int;         
        ROW1_A:lcd_data <= CHAR_DOT;                  
        ROW1_B:lcd_data <= CHAR_0 + volt_dec/10;      
        ROW1_C:lcd_data <= CHAR_0 + volt_dec%10;      
        ROW1_D:lcd_data <= CHAR_V;                    
        ROW1_E:lcd_data <= CHAR_SPACE;                
        ROW1_F:lcd_data <= CHAR_SPACE;                
        ROW2_ADDR:lcd_data <= 8'hC0;   
        ROW2_0:lcd_data <= row_2[127:120];
        ROW2_1:lcd_data <= row_2[119:112];
        ROW2_2:lcd_data <= row_2[111:104];
        ROW2_3:lcd_data <= row_2[103:96];
        ROW2_4:lcd_data <= row_2[95:88];
        ROW2_5:lcd_data <= row_2[87:80];
        ROW2_6:lcd_data <= row_2[79:72];
        ROW2_7:lcd_data <= row_2[71:64];
        ROW2_8:lcd_data <= row_2[63:56];
        ROW2_9:lcd_data <= row_2[55:48];
        ROW2_A:lcd_data <= row_2[47:40];
        ROW2_B:lcd_data <= row_2[39:32];
        ROW2_C:lcd_data <= row_2[31:24];
        ROW2_D:lcd_data <= row_2[23:16];
        ROW2_E:lcd_data <= row_2[15:8];
        ROW2_F:lcd_data <= row_2[7:0];
      endcase
    end
  else
    lcd_data <= lcd_data;
  end
endmodule 

===== /design/flow/run.sh =====
#!/bin/bash
# OpenROAD 26Q1-2900-gdf79404cd8, Yosys 0.63+post, stock flow scripts
make -C /OpenROAD-flow-scripts/flow DESIGN_CONFIG=/design/flow/config.mk WORK_HOME=/design/flow/orfs finish

===== /design/flow/config.mk =====
export PLATFORM = sky130hd
export DESIGN_NAME = lcd_1602
export DESIGN_NICKNAME = lcd_1602
export VERILOG_FILES = /design/flow/design.v
export SDC_FILE = /design/flow/constraint.sdc
export NUM_CORES = 4
export LEC_CHECK = 1
export CORE_UTILIZATION = 50

===== /design/flow/constraint.sdc =====
current_design lcd_1602

set clk_period 7.0
set clk_io_pct 0.2

create_clock -name clk0 -period $clk_period [get_ports {clk}]

set non_clock_inputs [all_inputs -no_clocks]
set_input_delay [expr $clk_period * $clk_io_pct] -clock clk0 $non_clock_inputs
set_output_delay [expr $clk_period * $clk_io_pct] -clock clk0 [all_outputs]

==> results.sh <==
# physical design summary
export IMPL_whs_path_depth=1
export IMPL_top_area_frac=0.245
export IMPL_untimed_endpoints=6
export IMPL_max_vdd_ir_drop_uv=278
export IMPL_fin_skew_ns=0.00602
export IMPL_reg2reg_depth=30
export IMPL_grt_max_degree=42
export IMPL_n_antenna_cell=0
export IMPL_violations="negative setup slack"
export IMPL_grt_pass1_vias=6543
export IMPL_setup_tns_ns=-3.86
export IMPL_clock_path_buffers=2
export IMPL_dpl_hpwl_mm=12.4
export IMPL_r2r_start="volt_dec[6]"
export IMPL_r2r_slack_ns=0.58
export IMPL_cp_required_ns=7.21
export IMPL_layout_cells_non_filler=1204
export IMPL_wl_met2_mm=8.17
export IMPL_crit_path_max_fanout=5
export IMPL_clock_latency_ns=0.33
export IMPL_slew_violations=0
export IMPL_min_from="init_done"
export IMPL_syn_cell_area_um2=6940
export IMPL_ctsHoldBuffers=0
export IMPL_io_buffers=27
export IMPL_fin_crit_ns=7.69
export IMPL_cts_max_level=3
export IMPL_async_flop_share=0.919
export IMPL_fp_utilization=0.518
export IMPL_tightest_slew_ns=0.884
export IMPL_fp_dieH_um=120
export IMPL_yosysUniqueCellTypes=95
export IMPL_layout_drive_gt1_share=0.257
export IMPL_dieArea_um2=14400
export IMPL_maxCapViolations=0
export IMPL_dpl_instance_area_um2=8170
export IMPL_grt_use_total=0.260
export IMPL_cts_root_buf="clkbuf_16"
export IMPL_avgViaCountPerCell=5.95
export IMPL_area_leaders="dfrtp_1, nand2_1, nor2_1"
export IMPL_yosys_area_top_type="dfrtp_1"
export IMPL_cts_buffers=9
export IMPL_finalPower_mw=2.88
export IMPL_wl_met3_um=648
export IMPL_ioPinCount=29
export IMPL_drt_iter0_drc=460
export IMPL_ys_warn_count=1
export IMPL_yosysMostFrequentCell="nand2_1"
export IMPL_powerDensity_nw_per_um2=320
export IMPL_end_kind="register"
export IMPL_vias=7160
export IMPL_hold_violations=0
export IMPL_unclocked_pins=6
export IMPL_placed_cells_incl_taps=1165
export IMPL_worstSetupPathType="in2reg"
export IMPL_wl_met1_mm=8.85
export IMPL_grt_setup_unrepaired="yes"
export IMPL_die_size_x_um=120
export IMPL_grt_pass1_wl_mm=30.7
export IMPL_grt_overflow=0
export IMPL_wl_mm=17.8
export IMPL_holdWs_ns=0.467
export IMPL_status="finished, violations left"
export IMPL_hold_end="init_done"
export IMPL_finalClockPeriodUsage=1.10
export IMPL_critPathLaunchType="input pin"
export IMPL_synth_avg_cell_area_um2=7.63
export IMPL_gp_congestion=0.911
export IMPL_p_leak_nw=3.67
export IMPL_hold_path_class="reg2reg"
export IMPL_rows=42
export IMPL_syn_inst=910
export IMPL_yosysCellCount=910
export IMPL_area_delta_synth_final_pct=29.7
export IMPL_warnings=31
export IMPL_finalSetupViolations=7
export IMPL_tritoncts="built"
export IMPL_fmax_mhz=130
export IMPL_common_cells="nand2_1, nor2_1, dfrtp_1, o21ai_0, clkbuf_1"
export IMPL_antenna_left=0
export IMPL_wire_per_inst_um=14.8
export IMPL_stdcell_area_um2=9010
export IMPL_ys_ff=74
export IMPL_ys_area_um2=6940
export IMPL_cts_clk_slew_worst_paths_ns=0.05
export IMPL_r2r_end="lcd_data[5]"
export IMPL_drc=0
export IMPL_core_area_um2=13400
export IMPL_max_slew_margin=0.410
export IMPL_ff_type="dfrtp_1"
export IMPL_dr_pass1_iters=5
export IMPL_synth_edff_count=0
export IMPL_topRoutingLayerUsed="met4"
export IMPL_setup_ws_ns=-0.693
export IMPL_crit_arrival_ns=7.90
export IMPL_antenna_found_initial=0
-- cells in the final DEF, fill, tap and decap left out, types with 19 or more instances in the layout --
master,instances
clkdlybuf4s50_1,20
inv_1,19
nand3_1,29
xnor2_1,35
nor2_1,89
xor2_1,23
dfrtp_1,68
nor3_1,26
a21oi_1,47
o21ai_0,66
buf_4,129
nand2_1,96
-- layout make-up --
cell class,count,area (µm²)
timing repair buffer,165,1350
fill,1019,4390
sequential,74,1790
clock inverter,5,53.8
clock buffer,10,229
inverter,24,90.1
tap,176,220
multi-input combinational,750,5280
-- repair_timing --
action,4_1_cts,5_1_grt
endpoints found under the setup margin,8,8
gates resized,69,24
setup buffers,18,5
cloned,1,0
pin swaps,38,10
-- logic make-up (layout without fill, tap and decap cells) --
kind of cell	after synthesis	after routing	synth area share
buffers and inverters	86	204	0.0494
and+or+nand+nor	364	364	0.257
other	1	1	0.000540
AOI/OAI and AO/OA	284	284	0.296
muxes	21	21	0.0323
DFF	68	68	0.245
latches	6	6	0.0130
xor gates and xnor gates	64	64	0.0807
adders and majority gates	16	16	0.0261
-- where the power goes --
part	internal, mW	total [mW]	switching (mW)	leakage [nW]
registers	0.397	0.410	0.0125	0.959
clock network	0.272	0.433	0.161	0.142
logic	1.04	2.04	0.999	2.57
total	1.71	2.88	1.17	3.67
-- state kept, by name, indices dropped and copies added, names as in the netlist --
signal     cells
n_state        6
lcd_data       8
init_done      1
volt_dec       8
volt_int       4
lcd_rs         1
cnt_20ms      20
cnt_500hz     20
c_state        6
-- worst max-delay path by stage --
stage,from,cells after the start,to
after CTS,voltage[12],27,volt_dec[7]
after global routing,voltage[12],27,volt_dec[4]
final,voltage[12],28,volt_dec[4]
-- per-stage QoR --
stage	worst slack, ns	utilization
finish	-0.693	0.672
detailed placement	-1.38	0.609
CTS	-0.535	0.659
floorplan	-1.04	-
global route	-0.951	0.672
global placement	-1.23	0.609
-- per-layer routing --
| metal | up-vias | track usage |
|---|---|---|
| li1 | 3578 | - |
| met1 | 3418 | 0.416 |
| met2 | 149 | 0.404 |
| met3 | 15 | 0.0248 |
| met4 | 0 | 0.0273 |
| met5 | - | 0 |
-- critical path, stage by stage --
cell and delay (ns):
buf_6 0.10, o31ai_4 0.27, inv_2 0.07, ha_4 0.18, a211o_4 0.37, a31oi_4 0.20, xnor2_2 0.11, o311a_1 0.38
a2111o_1 0.40, a211o_4 0.36, maj3_2 0.32, a31o_1 0.21, o21a_1 0.20, or3_4 0.42, a221o_1 0.36, a21o_1 0.16
a221oi_2 0.30, o21ai_2 0.11, buf_4 0.15, a211oi_2 0.13, a311o_1 0.19, o22ai_1 0.10, a211o_1 0.31, maj3_2 0.35
and2_4 0.19, o31ai_1 0.32, or3_1 0.17, nand3_1 0.06
Power and IR drop assume default switching activity.
