$ cat /design/flow/run.sh
#!/bin/bash
# OpenROAD 26Q1-2900-gdf79404cd8, Yosys 0.63+post, stock flow scripts
make -C /OpenROAD-flow-scripts/flow DESIGN_CONFIG=/design/flow/config.mk WORK_HOME=/design/flow/orfs finish
$ cat /design/flow/config.mk
export PLATFORM = sky130hd
export DESIGN_NAME = lcd1602_display
export DESIGN_NICKNAME = lcd1602_display
export VERILOG_FILES = /design/flow/design.v
export SDC_FILE = /design/flow/constraint.sdc
export NUM_CORES = 4
export LEC_CHECK = 1
export CORE_UTILIZATION = 40
$ cat /design/flow/constraint.sdc
current_design lcd1602_display

set clk_period 2.8
set clk_io_pct 0.2

create_clock -name clk0 -period $clk_period [get_ports {clk}]

set non_clock_inputs [all_inputs -no_clocks]
set_input_delay [expr $clk_period * $clk_io_pct] -clock clk0 $non_clock_inputs
set_output_delay [expr $clk_period * $clk_io_pct] -clock clk0 [all_outputs]
$ cat /design/flow/design.v
module lcd1602_display(
    input wire clk,                
    input wire rst_n,              
    input wire [15:0] voltage,     
    output reg lcd_rs,             
    output reg lcd_rw,             
    output reg lcd_en,             
    output reg [7:0] lcd_data      
);
    parameter CMD_CLEAR          = 8'h01;  
    parameter CMD_RETURN_HOME    = 8'h02;  
    parameter CMD_ENTRY_MODE_SET = 8'h06;  
    parameter CMD_DISP_SWITCH    = 8'h0C;  
    parameter CMD_FUNCTION_SET   = 8'h38;  
    parameter CMD_SET_DDRAM_ADDR = 8'h80;  
    parameter SYS_CLK = 50_000_000;    
    parameter LCD_CLK = 100_000;       
    parameter CLK_DIV = SYS_CLK / LCD_CLK - 1;  
    parameter [7:0] CHAR_V = 8'h56;    
    parameter [7:0] CHAR_DOT = 8'h2E;  
    parameter [7:0] CHAR_SPACE = 8'h20;  
    parameter [7:0] CHAR_0 = 8'h30;    
    parameter [127:0] TITLE_STR = "Voltage:       ";  
    localparam IDLE         = 5'd0;   
    localparam INIT_START   = 5'd1;   
    localparam INIT_FUNSET  = 5'd2;   
    localparam INIT_DISPON  = 5'd3;   
    localparam INIT_DISPCLEAR = 5'd4;  
    localparam INIT_ENTMODE = 5'd5;   
    localparam DISP_ROW1    = 5'd6;   
    localparam DISP_ROW2    = 5'd7;   
    localparam WRITE_TITLE  = 5'd8;   
    localparam WRITE_CHAR   = 5'd9;   
    localparam DISP_VOLTAGE = 5'd10;  
    localparam WAIT_UPDATE  = 5'd11;  
    reg [15:0] clk_cnt;             
    reg lcd_clk;                    
    reg [4:0] state;                
    reg [4:0] next_state;           
    reg [4:0] return_state;         
    reg [7:0] disp_data;            
    reg [3:0] char_cnt;             
    reg [3:0] init_cnt;             
    reg [19:0] wait_cnt;            
    reg [15:0] voltage_reg;         
    reg [3:0] volt_int;             
    reg [7:0] volt_dec;             
    reg [3:0] dec_cnt;              
    always @(posedge clk or negedge rst_n) begin
        if (!rst_n) begin
            clk_cnt <= 0;
            lcd_clk <= 0;
        end
        else begin
            if (clk_cnt == CLK_DIV) begin
                clk_cnt <= 0;
                lcd_clk <= ~lcd_clk;
            end
            else begin
                clk_cnt <= clk_cnt + 1'b1;
            end
        end
    end
    always @(posedge lcd_clk or negedge rst_n) begin
        if (!rst_n) begin
            state <= IDLE;
        end
        else begin
            state <= next_state;
        end
    end
    always @(posedge lcd_clk or negedge rst_n) begin
        if (!rst_n) begin
            next_state <= IDLE;
            lcd_rs <= 1'b0;
            lcd_rw <= 1'b0;
            lcd_en <= 1'b0;
            lcd_data <= 8'h00;
            char_cnt <= 4'd0;
            init_cnt <= 4'd0;
            wait_cnt <= 20'd0;
            voltage_reg <= 16'd0;
            volt_int <= 4'd0;
            volt_dec <= 8'd0;
            dec_cnt <= 4'd0;
            return_state <= IDLE;
        end
        else begin
            case (state)
                IDLE: begin
                    lcd_en <= 1'b0;
                    lcd_rs <= 1'b0;
                    lcd_rw <= 1'b0;
                    lcd_data <= 8'h00;
                    next_state <= INIT_START;
                end
                INIT_START: begin
                    lcd_en <= 1'b0;
                    if (wait_cnt < 20'd50000) begin  
                        wait_cnt <= wait_cnt + 1'b1;
                        next_state <= INIT_START;
                    end
                    else begin
                        wait_cnt <= 20'd0;
                        next_state <= INIT_FUNSET;
                    end
                end
                INIT_FUNSET: begin
                    lcd_rs <= 1'b0;  
                    lcd_rw <= 1'b0;  
                    lcd_data <= CMD_FUNCTION_SET;
                    if (lcd_en) begin
                        lcd_en <= 1'b0;
                        if (wait_cnt < 20'd100) begin  
                            wait_cnt <= wait_cnt + 1'b1;
                            next_state <= INIT_FUNSET;
                        end
                        else begin
                            wait_cnt <= 20'd0;
                            next_state <= INIT_DISPON;
                        end
                    end
                    else begin
                        lcd_en <= 1'b1;
                        next_state <= INIT_FUNSET;
                    end
                end
                INIT_DISPON: begin
                    lcd_rs <= 1'b0;
                    lcd_rw <= 1'b0;
                    lcd_data <= CMD_DISP_SWITCH;
                    if (lcd_en) begin
                        lcd_en <= 1'b0;
                        if (wait_cnt < 20'd100) begin
                            wait_cnt <= wait_cnt + 1'b1;
                            next_state <= INIT_DISPON;
                        end
                        else begin
                            wait_cnt <= 20'd0;
                            next_state <= INIT_DISPCLEAR;
                        end
                    end
                    else begin
                        lcd_en <= 1'b1;
                        next_state <= INIT_DISPON;
                    end
                end
                INIT_DISPCLEAR: begin
                    lcd_rs <= 1'b0;
                    lcd_rw <= 1'b0;
                    lcd_data <= CMD_CLEAR;
                    if (lcd_en) begin
                        lcd_en <= 1'b0;
                        if (wait_cnt < 20'd2000) begin  
                            wait_cnt <= wait_cnt + 1'b1;
                            next_state <= INIT_DISPCLEAR;
                        end
                        else begin
                            wait_cnt <= 20'd0;
                            next_state <= INIT_ENTMODE;
                        end
                    end
                    else begin
                        lcd_en <= 1'b1;
                        next_state <= INIT_DISPCLEAR;
                    end
                end
                INIT_ENTMODE: begin
                    lcd_rs <= 1'b0;
                    lcd_rw <= 1'b0;
                    lcd_data <= CMD_ENTRY_MODE_SET;
                    if (lcd_en) begin
                        lcd_en <= 1'b0;
                        if (wait_cnt < 20'd100) begin
                            wait_cnt <= wait_cnt + 1'b1;
                            next_state <= INIT_ENTMODE;
                        end
                        else begin
                            wait_cnt <= 20'd0;
                            next_state <= DISP_ROW1;
                        end
                    end
                    else begin
                        lcd_en <= 1'b1;
                        next_state <= INIT_ENTMODE;
                    end
                end
                DISP_ROW1: begin
                    lcd_rs <= 1'b0;  
                    lcd_rw <= 1'b0;  
                    lcd_data <= CMD_SET_DDRAM_ADDR;  
                    if (lcd_en) begin
                        lcd_en <= 1'b0;
                        if (wait_cnt < 20'd100) begin
                            wait_cnt <= wait_cnt + 1'b1;
                            next_state <= DISP_ROW1;
                        end
                        else begin
                            wait_cnt <= 20'd0;
                            char_cnt <= 4'd0;
                            next_state <= WRITE_TITLE;
                        end
                    end
                    else begin
                        lcd_en <= 1'b1;
                        next_state <= DISP_ROW1;
                    end
                end
                WRITE_TITLE: begin
                    lcd_rs <= 1'b1;  
                    lcd_rw <= 1'b0;  
                    case (char_cnt)
                        4'd0: lcd_data <= TITLE_STR[127:120];  
                        4'd1: lcd_data <= TITLE_STR[119:112];  
                        4'd2: lcd_data <= TITLE_STR[111:104];  
                        4'd3: lcd_data <= TITLE_STR[103:96];   
                        4'd4: lcd_data <= TITLE_STR[95:88];    
                        4'd5: lcd_data <= TITLE_STR[87:80];    
                        4'd6: lcd_data <= TITLE_STR[79:72];    
                        4'd7: lcd_data <= TITLE_STR[71:64];    
                        default: lcd_data <= CHAR_SPACE;       
                    endcase
                    if (lcd_en) begin
                        lcd_en <= 1'b0;
                        if (wait_cnt < 20'd100) begin
                            wait_cnt <= wait_cnt + 1'b1;
                            next_state <= WRITE_TITLE;
                        end
                        else begin
                            wait_cnt <= 20'd0;
                            if (char_cnt == 4'd8) begin  
                                char_cnt <= 4'd0;
                                voltage_reg <= voltage;  
                                next_state <= DISP_VOLTAGE;
                            end
                            else begin
                                char_cnt <= char_cnt + 1'b1;
                                next_state <= WRITE_TITLE;
                            end
                        end
                    end
                    else begin
                        lcd_en <= 1'b1;
                        next_state <= WRITE_TITLE;
                    end
                end
                DISP_VOLTAGE: begin
                    lcd_rs <= 1'b1;  
                    lcd_rw <= 1'b0;  
                    if (char_cnt == 4'd0) begin
                        volt_int <= voltage_reg / 100;
                        volt_dec <= voltage_reg % 100;
                    end
                    case (char_cnt)
                        4'd0: lcd_data <= CHAR_SPACE;
                        4'd1: lcd_data <= CHAR_0 + volt_int;  
                        4'd2: lcd_data <= CHAR_DOT;           
                        4'd3: lcd_data <= CHAR_0 + volt_dec/10;  
                        4'd4: lcd_data <= CHAR_0 + volt_dec%10;  
                        4'd5: lcd_data <= CHAR_V;            
                        default: lcd_data <= CHAR_SPACE;     
                    endcase
                    if (lcd_en) begin
                        lcd_en <= 1'b0;
                        if (wait_cnt < 20'd100) begin
                            wait_cnt <= wait_cnt + 1'b1;
                            next_state <= DISP_VOLTAGE;
                        end
                        else begin
                            wait_cnt <= 20'd0;
                            if (char_cnt == 4'd6) begin
                                char_cnt <= 4'd0;
                                next_state <= WAIT_UPDATE;
                            end
                            else begin
                                char_cnt <= char_cnt + 1'b1;
                                next_state <= DISP_VOLTAGE;
                            end
                        end
                    end
                    else begin
                        lcd_en <= 1'b1;
                        next_state <= DISP_VOLTAGE;
                    end
                end
                WAIT_UPDATE: begin
                    lcd_en <= 1'b0;
                    if (wait_cnt < 20'd100000) begin  
                        wait_cnt <= wait_cnt + 1'b1;
                        next_state <= WAIT_UPDATE;
                    end
                    else begin
                        wait_cnt <= 20'd0;
                        if (voltage_reg != voltage) begin
                            next_state <= DISP_ROW1;  
                        end
                        else begin
                            next_state <= WAIT_UPDATE;  
                        end
                    end
                end
                default: next_state <= IDLE;
            endcase
        end
    end
endmodule 
==> CHANGELOG.md <==
### Implementation results

- Area grow syn2layout: 5.53%
- Wire length per cell: about 16 um
- Synth warn: 1
- Seq/Total Area, Yosys: around 28%
- Final Hold Viols: 0
- Reg area: 2180 um2
- Yosys aoi share: between 20% and 30%
- Critical Path Fanout Max: 9
- Comb. cell area: a little over 5000 um2
- WP data arrival: 1.69 ns
- Peak Freq: 657 MHz
- Clk latency late pin: 0.24 ns
- Number of fill cells in the layout: about 1900
- Power per standard cell area: 73.1 nW/um2
- Initial antenna violation count: 0
- Main logic family: AND-OR/OR-AND gates
- Worst-Margin Slew: approximately 0.9 ns
- Core area: 18800 um2
- Cell Rows: about 50
- Flop2flop setup slack: between 1 and 1.5 ns
- Die y size: between 100 and 150 um
- Post-Route WL: 18100 um
- Ant diodes: 0
- CTS buffer count: 3
- Leakage Power: between 0.003 and 0.004 uW
- Total grt overflow: 0
- Critical path launch point: clk_cnt[0]
- Synth Instances: 938
- Basic Gates by Area: around 23%
- H-tree levels: 1
- Max-Cap Viols: 0
- DR vias/cell: a little under 6
- Synth Area in XOR/XNOR: 8.56%
- Vias in the first global route: 6086
- Log Warnings: 31
- Total GRT Usage: a little under a fifth
- Total power: 593 uW
- Reg2Reg Depth: 5
- Clock Tree Root: clkbuf_16
- Final min period: roughly 1.5 ns
- Yosys stat area: about 7700 um2
- Die width: approximately 140 um
- Reg2reg end: lcd_clk
- First-pass GRT wire length: ~31000 um
- Crit. End Element: flop
- Netlist Area Pre-Place: roughly 7700 um2
- Most used DFF post-synth: dfrtp_1
- Slew Viols, Final: 0
- Final Worst Setup Slack: 1.28 ns
- Top cells excl fill/tap: nand2_1, nor2_1, dfrtp_1
- DRT Pass-1 Iters: 5
- Cts hold-fix bufs: 0
- Pre-Place Util: 41.0%
- Cell resize tally after clock tree synthesis: 0
- Vias: 6882
- CP Launch Type: flop
- Register pins left without a clock: approximately 70
- RSZ-0062 raised after global routing: no
- Port bufs: 27
- Final Wtd Congestion: about 0.92
- DP HPWL: ~14000 um
- Fraction of registers with async set/reset: 100%
- CTS tree: built
- Most frequent logic cell in the layout: nand2_1
- Full die area: slightly below 20000 um2
- EDFF count, synth: 0
- Setup CP Type: flop to flop
- Detailed Route Iter0 Violations: ~500
- Seq cells post-synth: about 87
- Peak VDD IR: roughly 0.00018 V
- RR Startpoint: clk_cnt[0]
- Setup TNS: 0 ns
- Distinct cells, synth: roughly 110
- Pin count of the biggest net entering global routing: 71
- Drc violations: 0
- CP endpoint: lcd_clk
- Post-DRT Antenna Nets: 0
- HP Class: input pin to async pin
- Share of cells above drive strength 1: a little under a tenth
- Number of unconstrained endpoints: ~80
- Clock slew at reported path FFs: approximately 0.050 ns
- Avg Cell Area, Syn: about 8.2 um2
- Mux area share: approximately 4.0%
- Clock skew after layout: around 0.0013 ns
- Max reg flops: 20
- Post-CTS setup buffers: 0
- Ports: 29
- Cells in synth_stat.txt: around 940
- Maximum clock path buffer count: 2
- Fin crit share: between 50 and 60%
- Pre-CTS WS: 1.30 ns
- Crit path DRT: 2.97 ns
- Adder share: roughly 3.4%
- Slew headroom: approximately 40%
- Status: finished, final reports clean
- Setup violations, final: 0
==> power breakdown <==
part / internal, uW / switching [uW] / leakage, uW
clock network: 193 / 86.0 / 0.0000382
logic: 28.1 / 41.0 / 0.00198
registers: 245 / 0 / 0.00113
total: 466 / 127 / 0.00315
==> how the worst min path moves through the flow <==
stage | from | to | slack (ns)
after CTS | rst_n | clk_cnt[2] | 0.26
after global routing | rst_n | clk_cnt[2] | 0.27
final | rst_n | clk_cnt[3] | 0.24
==> routing by layer <==
layer	vias to the layer above	routed length [um]	GRT usage, %	share of wire [%]
met2	170	8190	28.9	45
li1	3467	-	-	-
met3	8	697	0.969	3.8
met1	3237	9120	31.4	50
met4	0	106	1.43	0.59
met5	-	0	0	0
==> Yosys cell counts, types with 9 or more instances <==
master	instances	area, um2
mux2_2	19	214
nand2b_1	12	75.1
o31ai_1	15	113
xor2_1	31	272
nor2_1	91	342
nand3_1	37	185
or3_1	9	56.3
o211ai_1	12	90.1
ha_1	13	163
nor2b_1	10	62.6
dfrtp_1	87	2180
xnor2_1	36	315
maj3_1	9	90.1
nor4_1	14	87.6
a21oi_1	48	240
nand4_1	18	113
clkbuf_1	38	143
inv_1	23	86.3
nand2_1	95	357
mux2i_1	9	90.1
a31oi_1	21	131
and3_1	9	56.3
o21ai_0	61	305
nor3_1	26	130
==> per-stage QoR <==
step / std cells / hold slack (ns) / area, um2 / util [%]
5_1_grt: 1154 / 0.273 / 8110 / 43.2
2_1_floorplan: 938 / 0.264 / 7690 / -
6_report: 1154 / 0.244 / 8110 / 43.2
3_5_place_dp: 1150 / 0.455 / 8030 / 42.8
3_3_place_gp: 1150 / 0.450 / 8030 / 42.8
4_1_cts: 1154 / 0.257 / 8110 / 43.2
==> kinds of logic (layout without fill, tap and decap cells) <==
kind of cell / count (synthesis) / in the layout
simple gates: 357 / 357
compound gates: 292 / 292
flops: 87 / 87
buf+inv: 80 / 62
xor+xnor: 70 / 70
mux: 28 / 28
fa+ha+maj: 23 / 23
other cells: 1 / 1
==> critical path, stage by stage, from the launching register on <==
cell and delay (ns):
dfrtp_1 0.39, ha_1 0.22, nand2_1 0.08, nor3_1 0.13, and4b_1 0.44, xor2_1 0.17
==> layout make-up <==
| cell class | count | area share (%) |
|---|---|---|
| multi-input combinational | 771 | 63.6 |
| tap | 234 | 3.61 |
| clock buffer | 4 | 0.972 |
| timing repair buffer | 33 | 3.86 |
| sequential | 87 | 26.9 |
| inverter | 25 | 1.16 |
Power is estimated from default activity; no workload was simulated.
